==> flow/design.v <==
module fifomem (
    input wr_clk,
    input [3:0] wr_addr,
    input [3:0] rd_addr,
    input wr_en,
    input [3:0] wr_data,
    output [3:0] rd_data
);
reg [3:0] mem [15:0];
assign rd_data = mem[rd_addr];
always @(posedge wr_clk) if(wr_en) mem[wr_addr] <= wr_data;
endmodule
==> flow/run.sh <==
#!/bin/bash
# OpenROAD 26Q1-2900-gdf79404cd8, Yosys 0.63+post, stock flow scripts
make -C /OpenROAD-flow-scripts/flow DESIGN_CONFIG=/design/flow/config.mk WORK_HOME=/design/flow/orfs finish
==> flow/config.mk <==
export PLATFORM = sky130hd
export DESIGN_NAME = fifomem
export DESIGN_NICKNAME = fifomem
export VERILOG_FILES = /design/flow/design.v
export SDC_FILE = /design/flow/constraint.sdc
export NUM_CORES = 4
export LEC_CHECK = 1
export CORE_UTILIZATION = 40
==> flow/constraint.sdc <==
current_design fifomem

set clk_period 2.3
set clk_io_pct 0.2

create_clock -name clk0 -period $clk_period [get_ports {wr_clk}]

set non_clock_inputs [all_inputs -no_clocks]
set_input_delay [expr $clk_period * $clk_io_pct] -clock clk0 $non_clock_inputs
set_output_delay [expr $clk_period * $clk_io_pct] -clock clk0 [all_outputs]
==> flow_metrics.py <==
# Metrics from the implementation run
metrics = {
    "timing": {
        "period_minus_slack_ps": 2220,
        "max_slew_margin_pct": 58.8,
        "rsz0062_at_grt": "no",
        "setup_violations": 0,
        "setup_slack_ps": 75.9,
        "period_used_pct": 96.7,
        "maxSlewViolCount": 0,
        "report.final.hold_viol_count": 0,
        "worst_pin_slew_ps": 616,
        "fmax_mhz": 450,
        "fin_tns_setup_ps": 0,
    },
    "floorplanning": {
        "num_rows": 28,
        "floorplan.initialDensity_pct": 42.7,
        "die_w_um": 82.4,
        "die-area_mm2": 0.00679,
        "die_h_um": 82.4,
        "core-area_mm2": 0.00606,
        "num_io_pins": 18,
    },
    "synth": {
        "synth_flops": 64,
        "synthCells": 126,
        "yosysSeqAreaShare_pct": 74.3,
        "synth_area_per_cell_um2": 20.5,
        "yosysWarnings": 1,
        "synth_cell_types": 16,
        "ys_cells": 126,
        "yosys-stat-area_mm2": 0.00259,
        "syn-cell-area_mm2": 0.00259,
    },
    "power": {
        "p_leak_nw": 1.04,
        "worst_ir_drop_vdd_v": 0.000468,
        "p_per_area_mw_per_mm2": 748,
    },
    "routing": {
        "diodes": 0,
        "via_per_inst": 5.37,
        "drc": 0,
        "first_pass_iters": 6,
        "num_vias": 1315,
        "drt-wirelength-per-cell_um": 19.5,
        "wirelength_mm": 4.77,
        "final_antenna_net_count": 0,
        "drtIter0Drc": 64,
    },
    "clock_network": {
        "clk_pin_slew_ps": 70,
        "cts_root_buf": "clkbuf_8",
        "cts_htree_levels": 3,
        "cts_tree": "yes",
        "clk_path_buf_depth": 2,
        "numCtsBuffers": 9,
        "ctsHoldBuffers": 0,
        "cts_sinks": 64,
        "post-cts-setup-buffers": 0,
    },
    "place": {
        "dp_hpwl_mm": 3.14,
        "io_buffers": 17,
        "place_area_mm2": 0.00296,
        "globalplace.congestion": 0.820,
        "place_ws_ps": -647,
    },
    "global_route": {
        "track_usage_pct": 17.4,
        "grt_pass1_wl_mm": 7.53,
        "grt_antenna_before_repair": 0,
        "grt.overflow.total": 0,
        "grt_pass1_vias": 1423,
        "grt_start_max_net_pins": 17,
    },
    "cells_and_area": {
        "final_area_mm2": 0.00314,
        "area.growth.synth_to_final_pct": 21.5,
        "largest_register": "mem",
        "n_fill_cell": 461,
        "final_cell_mix": "edfxtp_1 (64), mux4_2 (14), nor2_1 (12), buf_4 (11)",
        "mostFrequentLayoutCell": "edfxtp_1",
        "drive_above_1_share_pct": 30.0,
        "largest_register_ffs": 64,
        "reg_top3": "mem: 64 flops",
        "utilization_pct": 51.9,
    },
    "job": {
        "warnings": 25,
        "drv_cap": 0,
    },
    "setup_path": {
        "critPathCaptureType": "output port",
        "worstSetupPathType": "reg -> out",
        "startpoint": "mem[0][2]",
        "cp.required_ps": 1840,
        "cp-start-kind": "flip-flop",
        "cp.arrival_ps": 1760,
        "cp_max_fo": 1,
    },
    "worst_hold_path": {
        "hold_class": "in -> reg",
        "hold_start": "wr_addr[2]",
    },
    "run_status": {
        "status": "finished, final reports clean",
    },
}
## cells by family after synthesis
group	after synthesis	share of synthesized area (%)
simple gates	38	7.01
flops	64	74.3
buf+inv	4	1.55
compound gates	4	1.16
mux	16	16.0
## worst max-delay path: stages (launching register included)
cell and delay [ps]:
edfxtp_1 420, mux4_2 480, a22oi_2 200, nand3_1 90, dlygate4sd2_1 250
## final timing paths
kind	endpoint	slack (ps)	depth (start not counted)
setup / recovery	rd_data[2]	80	4
hold / removal	mem[15][1]	1030	3
## layout make-up
class	count	area [um2]	share of cell area, %
Sequential cell	64	1920	61.1
Multi-Input combinational cell	58	607	19.3
Timing Repair Buffer	33	345	11.0
Clock buffer	9	124	3.94
Tap cell	75	93.8	2.99
Clock inverter	6	51.3	1.63
## repair_timing
action / in CTS / in global routing
resized: 34 / 2
setup endpoints to repair: 4 / 2
pin swaps: 10 / 2
gates cloned: 1 / 0
## synthesized netlist by cell type
cell type | instances | area (um2)
a22oi_1 | 4 | 30.0
buf_12 | 1 | 20.0
buf_2 | 1 | 5.00
buf_6 | 1 | 11.3
clkbuf_1 | 1 | 3.75
edfxtp_1 | 64 | 1920
mux4_1 | 14 | 368
mux4_2 | 2 | 45.0
nand2_1 | 5 | 18.8
nand2b_1 | 2 | 12.5
nand3_1 | 9 | 45.0
nand3b_1 | 2 | 15.0
nor2_1 | 13 | 48.8
nor2b_1 | 2 | 12.5
nor3_1 | 4 | 20.0
or3b_2 | 1 | 8.76
## layer usage
layer	wire, um	share of wire (%)	vias to the layer above	global-route usage [%]
met1	1910	40	629	25.5
met2	2080	44	79	22.9
met3	717	15	8	13.6
li1	-	-	599	-
met4	68	1.4	0	2.28
met5	0	0	-	0
## power by group
group          switching, mW  total [mW]  internal (mW)
Combinational         0.0810       0.175         0.0941
Clock                  0.384       0.863          0.479
Sequential           0.00576        1.31           1.31
Total                  0.471        2.35           1.88
## through the flow
| stage | total power, mW | hold WS [ps] | cells |
|---|---|---|---|
| floorplan | 1.41 | 559 | 126 |
| global placement | 1.50 | 1350 | 229 |
| detailed placement | 1.50 | 1360 | 229 |
| CTS | 2.37 | 1020 | 245 |
| global route | 2.44 | 1070 | 245 |
| finish | 2.35 | 1030 | 245 |
Power is estimated from default activity; no workload was simulated.
