## design/flow/config.mk

```make
export PLATFORM = sky130hd
export DESIGN_NAME = fifo_full
export DESIGN_NICKNAME = fifo_full
export VERILOG_FILES = /design/flow/design.v
export SDC_FILE = /design/flow/constraint.sdc
export NUM_CORES = 4
export LEC_CHECK = 1
export CORE_AREA = 10 10 70 70
export DIE_AREA = 0 0 80 80
```

## design/flow/constraint.sdc

```tcl
current_design fifo_full

set clk_period 3.2
set clk_io_pct 0.2

create_clock -name clk0 -period $clk_period [get_ports {wr_clk}]

set non_clock_inputs [all_inputs -no_clocks]
set_input_delay [expr $clk_period * $clk_io_pct] -clock clk0 $non_clock_inputs
set_output_delay [expr $clk_period * $clk_io_pct] -clock clk0 [all_outputs]
```

## design/flow/design.v

```verilog
module fifo_full (
    input wr_clk,
    input wr_en,
    input wr_rst,
    input [4:0] rd_ptr_addr_sync,
    output reg full,
    output reg [4:0] wr_addr_grey,
    output  [3:0] wr_addr_bin
);
reg [4:0] wr_addr_bin_r;
reg full_r;
wire full_n;
wire [4:0] wr_addr_grey_next;
wire [4:0] wr_addr_binary_next;
always @(posedge wr_clk or negedge wr_rst) begin
    if(!wr_rst) begin
        wr_addr_bin_r <= 5'b0;
        wr_addr_grey <= 5'b0;
    end
    else begin
        wr_addr_bin_r <= wr_addr_binary_next;
        wr_addr_grey <= wr_addr_grey_next;
    end
end
assign wr_addr_bin = wr_addr_bin_r[3:0];  
assign wr_addr_binary_next = {wr_addr_bin_r+(!full_r & wr_en)};
assign wr_addr_grey_next = (wr_addr_binary_next >>1) ^ wr_addr_binary_next;
assign full_n         = ((wr_addr_grey_next[4]     != rd_ptr_addr_sync[4] ) &&
                         (wr_addr_grey_next[3]   != rd_ptr_addr_sync[3]) &&
                         (wr_addr_grey_next[2:0] == rd_ptr_addr_sync[2:0]))       ;                   
always @(posedge wr_clk or negedge wr_rst) begin
    if(!wr_rst) begin
        full <= 1'b0;
    end
    else begin
        full <= full_n;
    end
end
always @(posedge wr_clk or negedge wr_rst) begin
    if (!wr_rst) begin
        full_r <= 1'b0;
    end
    else begin
        full_r <= full_n;
    end
end
endmodule
```

## design/flow/run.sh

```bash
#!/bin/bash
# OpenROAD 26Q1-2900-gdf79404cd8, Yosys 0.63+post, stock flow scripts
make -C /OpenROAD-flow-scripts/flow DESIGN_CONFIG=/design/flow/config.mk WORK_HOME=/design/flow/orfs finish
```

==> ci_impl_report.md <==
### Yosys + OpenROAD results

| Metric | Value |
|---|---|
| Area of the multi-input gates | 223 um^2 |
| FF-to-FF setup slack | 1.11 ns |
| Overflow after GRT | 0 |
| Die area | 6400 um^2 |
| Reg area | 250 um^2 |
| Minimum clock period | 2.52 ns |
| Resized cells post-CTS | 0 |
| Chip Area, Yosys | 480 um^2 |
| Placed inst area | 708 um^2 |
| Mapped Area | 480 um^2 |
| Clk latency of the worst-skew pair | 0.26 ns |
| Dominant Register Cell | dfrtp_1 |
| Synthesis-to-layout area growth | 54.9% |
| Gate power share | 52.3% |
| Largest net degree at the start of global routing | 11 |
| Final wirelength | 1050 um |
| Core Area | 3420 um^2 |
| CTS sink cnt | 10 |
| Max cap viols | 0 |
| Hold Buf Count CTS | 0 |
| Clk_skew | 0.00134 ns |
| Yosys Instances | 37 |
| Pin slew with the least headroom to its limit | 0.445 ns |
| Final setup vio count | 0 |
| Hold Fails Final Rpt | 0 |
| Hold crit path type | reg2reg |
| First-pass GRT wire length | 1650 um |
| Initial antenna violation count | 0 |
| Top cells by area, synth | dfrtp_1 (52%), xor2_1 (15%), xnor2_1 (5.5%) |
| Fmax | 396 MHz |
| DRT iter0 DRCs | 21 |
| Setup CP Type | in2reg |
| DRT antenna net count | 0 |
| Top cell area share | 52.1% |
| CP startpoint kind | primary input |
| Layout cells sized above 1 | 12.1% |
| Fin util | 21.8% |
| Pint | 495 uW |
| Post-CTS Setup Bufs | 0 |
| Post-synth top area cell | dfrtp_1 |
| R2R Path Start | full |
| Req. time, crit path | 3.37 ns |
| Clock power frac | 15.2% |
| Leakage | 0.000309 uW |
| CP arrival | 2.70 ns |
| Tot GR Track Use | 3.37% |
| Cell variety after synth | 12 |
| Yosys reg bits | 10 |
| Worst hold path depth | 2 |
| Setup_tns | 0 ns |
| Clock Tree Buf Depth | 2 |
| Die X | 80 um |
| Fraction of registers with async set/reset | 100% |
| WL per Instance | 10.1 um |
| Post-Syn Area per Cell | 13.0 um^2 |
| Rows | 21 |
| Fillers | 381 |
| Post-Layout Inst Area | 744 um^2 |
| H-tree levels | 1 |
| Via density | 3.16 |
| Top cells by count | dfrtp_1 (10), xor2_1 (8), nand3_1 (4) |
| Clock-pin slew on the worst setup and hold paths | 0.07 ns |
| FP Util | 14.1% |
| Net Sw Frac | 32.5% |
| CTS Buf Count | 3 |
| Status | finished clean |
| Ys Warns | 1 |
| Crit share post-route | 78.8% |
| Hold Crit Start | wr_addr_grey[4] |
| Seq share, synth | 52.1% |
| Root Driver | clkbuf_4 |
| Crit. Startpoint | wr_en |
| Via count | 329 |
| Router iterations before antenna repair | 2 |
| Slew HR | 70.2% |
| Tool warnings | 25 |
| Unrepaired setup endpoints after global routing | false |
| Chip height | 80 um |
| Pwr Density | 986 nW/um^2 |
| VDD IR max | 0.341 mV |
| Most frequent cell after synthesis | dfrtp_1 |
| Cell count after synthesis | 37 |
| Vias in the first global route | 358 |
| CP Capture Type | register |
| Switching power | 238 uW |
| # DRC | 0 |
| Final antenna diode count | 0 |
| R2R depth | 7 |
| Hpwl dp | 881 um |
| IO Pins | 18 |
| Worst-path maximum fanout | 4 |
| GP Congestion | 0.755 |
| CTS tree | yes |
| Sequential Power Share | 32.5% |
| Number of enable flip-flop cells | 0 |
| Port-buffer cells | 17 |
| Final hold slack | 0.595 ns |
| Final Slew Violations | 0 |
routing by layer:
| metal | wire length, um | up-vias | global-route usage [%] |
|---|---|---|---|
| met3 | 212 | 0 | 3.41 |
| met1 | 465 | 146 | 4.64 |
| met4 | 0 | 0 | 0.176 |
| met2 | 369 | 19 | 3.61 |
| met5 | 0 | - | 0 |
| li1 | - | 164 | - |
path summary, 6_finish.rpt:
| kind | to |
|---|---|
| setup reg to reg | full |
| hold / removal | wr_addr_grey[4] |
| hold reg to reg | wr_addr_grey[4] |
| min in group asynchronous | wr_addr_grey[3] |
| setup / recovery | full |
| max in group asynchronous | wr_addr_bin_r[0] |
sequential cells by signal, indices dropped and copies added, names as in the netlist:
signal         count
full               1
wr_addr_bin_r      4
wr_addr_grey       5
cells by family after synthesis:
kind of cell / count (synthesis) / synth area share [%]
flip-flops: 10 / 52.1
adder cells (fa/ha/maj): 2 / 5.21
XOR/XNOR: 13 / 28.4
buffers and inverters: 2 / 1.56
AND-OR/OR-AND: 1 / 3.12
AND/OR/NAND/NOR: 9 / 9.64
final cells by class:
cell class / count / area share, %
Sequential cell: 10 / 33.6
Tap cell: 46 / 7.73
Multi-Input combinational cell: 25 / 29.9
Clock buffer: 4 / 4.87
Inverter: 2 / 1.01
Timing Repair Buffer: 17 / 22.9
cell usage in the layout, fill, tap and decap left out, drive strengths merged:
| cell | n |
|---|---|
| xnor3 | 1 |
| dfrtp | 10 |
| a221oi | 1 |
| or3 | 2 |
| xor2 | 9 |
| ha | 2 |
| clkbuf | 4 |
| xnor2 | 3 |
| nor2b | 1 |
| nand3 | 4 |
| nand2 | 2 |
| clkdlybuf4s50 | 17 |
| inv | 2 |
power groups by stage:
stage | registers, uW | logic, uW | clock network [uW]
final | 239 | 384 | 111
after global routing | 251 | 435 | 121
after CTS | 241 | 395 | 115
worst max-delay path, cell delays in order:
cell             delay, ns
clkdlybuf4s50_1       0.44
nor2b_1               0.13
ha_1                  0.21
ha_1                  0.27
xor2_2                0.28
xor2_1                0.12
or3_1                 0.37
a221oi_2              0.23
stage by stage:
stage                     setup slack [ns]  cells  power [uW]
final                                0.677    104         734
after global routing                 0.499    104         806
after CTS                            0.668    104         750
after detailed placement             0.371    100         634
after global placement               0.467    100         634
after floorplan                      0.967     37         453
Power and IR drop assume default switching activity.
