<file path="flow/run.sh">
#!/bin/bash
# OpenROAD 26Q1-2900-gdf79404cd8, Yosys 0.63+post, stock flow scripts
make -C /OpenROAD-flow-scripts/flow DESIGN_CONFIG=/design/flow/config.mk WORK_HOME=/design/flow/orfs finish
</file>
<file path="flow/config.mk">
export PLATFORM = sky130hd
export DESIGN_NAME = fifo_memory
export DESIGN_NICKNAME = fifo_memory
export VERILOG_FILES = /design/flow/design.v
export SDC_FILE = /design/flow/constraint.sdc
export NUM_CORES = 4
export LEC_CHECK = 1
export CORE_UTILIZATION = 40
</file>
<file path="flow/constraint.sdc">
current_design fifo_memory

set clk_period 2.5
set clk_io_pct 0.2

create_clock -name clk0 -period $clk_period [get_ports {clk}]

set non_clock_inputs [all_inputs -no_clocks]
set_input_delay [expr $clk_period * $clk_io_pct] -clock clk0 $non_clock_inputs
set_output_delay [expr $clk_period * $clk_io_pct] -clock clk0 [all_outputs]
</file>
<file path="flow/design.v">
    module fifo_memory (
        input clk,
        input rst,
        input wr_en,
        input full,
        input [3:0] wr_addr,
        input [3:0] rd_addr,
        input [7:0] wr_data,
        output [7:0] rd_data
    );
    reg [7:0] mem [15:0];  
    wire wr_en_w1;
    assign wr_en_w1 = (!full & wr_en);  
    always @(posedge clk or negedge rst) begin
        if(!rst) begin
            mem[0] <= 8'b0;
            mem[1] <= 8'b0;
            mem[2] <= 8'b0;
            mem[3] <= 8'b0;
            mem[4] <= 8'b0;
            mem[5] <= 8'b0;
            mem[6] <= 8'b0;
            mem[7] <= 8'b0;
            mem[8] <= 8'b0;
            mem[9] <= 8'b0;
            mem[10] <= 8'b0;
            mem[11] <= 8'b0;
            mem[12] <= 8'b0;
            mem[13] <= 8'b0;
            mem[14] <= 8'b0;
            mem[15] <= 8'b0;
        end else begin
            if(wr_en_w1) begin
                mem[wr_addr] <= wr_data;  
            end
        end
    end
    assign rd_data = mem[rd_addr];  
    endmodule
</file>
==> flow_metrics.py <==
# Flow results
metrics = {
    "yosys": {
        "synthTopCellsByArea": "dfrtp_1 53%, mux2_2 26%, a22oi_1 3.3%",
        "top_area_cell": "dfrtp_1",
        "yosysWarnings": 2,
        "synth_cell_type_count": 44,
        "ys_seq_share_pct": 52.8,
        "ys_area_um2": 6070,
        "ys_cells": 488,
        "edf_count": 0,
        "netlist.area_leader.share_pct": 52.8,
        "synthCells": 488,
        "async_flop_share_pct": 100,
        "synth.top_cells.by_count": "138 x mux2_2, 128 x dfrtp_1, 29 x nand2_1, 27 x a22oi_1, 26 x nor2_1",
        "ys.flop_type": "dfrtp_1",
        "most_common_cell": "mux2_2",
        "synth.avg_cell_area_um2": 12.4,
        "syn_area_um2": 6070,
        "synth_flops": 128,
    },
    "critical_path": {
        "required_ns": 2.00,
        "start_kind": "input pin",
        "path_class": "in2out",
        "end_kind": "primary output",
        "critical_path_arrival_ns": 1.98,
        "path_max_fanout": 9,
    },
    "grt": {
        "grtUsageTotal_pct": 23.1,
        "grt_max_degree": 44,
        "antenna_found_initial": 0,
        "grt_overflow": 0,
        "grt_pass1_wl_um": 26200,
        "grt_pass1_vias": 4605,
    },
    "timing": {
        "max_freq_ghz": 0.403,
        "finalCriticalPeriod_ns": 2.48,
        "clock_skew_ns": 0,
        "hold_violations": 0,
        "holdWs_ns": 0.0870,
        "maxSlewViolCount": 0,
        "finalSetupViolations": 0,
        "post-route-period-util_pct": 99.3,
        "slew_headroom_pct": 45.4,
        "worstMarginPinSlew_ns": 0.816,
    },
    "die": {
        "fp.dieW_um": 125,
        "rows": 44,
        "die_y_um": 125,
        "fp_util_pct": 41.4,
        "chip_area_um2": 15700,
        "pin_count": 28,
        "core-area_um2": 14600,
    },
    "placed_design": {
        "gp_congestion": 0.908,
        "hpwl_um": 11300,
        "postPlaceCellArea_um2": 6950,
        "numPortBuffers": 27,
        "dp.cells": 734,
    },
    "pwr": {
        "p_switching_uw": 1550,
        "seq_power_share_pct": 43.1,
        "intPower_uw": 4740,
        "comb_power_share_pct": 15.8,
        "swShare_pct": 24.7,
        "p_per_area_nw_per_um2": 796,
        "p_leak_uw": 0.00356,
        "peakVddDrop_mv": 0.487,
        "clkPwrFrac_pct": 41.2,
    },
    "layout": {
        "finish.utilization_pct": 54.0,
        "top_regs": "mem: 128 flops",
        "largest_reg_flops": 128,
        "fin_cells": 780,
        "flop_area_um2": 3200,
        "syn_to_final_growth_pct": 30.3,
        "postLayoutCellArea_um2": 7910,
        "drive_above_1_share_pct": 51.3,
        "num-fill-cells": 1170,
        "top_register": "mem",
        "comb_area_um2": 2890,
    },
    "routing": {
        "vias": 4451,
        "drt_wl_total_um": 16700,
        "post_drt_wl_per_cell_um": 21.4,
        "diodes": 0,
        "dr.pass1.iters": 13,
        "via_per_inst": 5.71,
        "drcViolationCount": 0,
        "drtIter0Drc": 230,
        "ant_nets": 0,
    },
    "cts": {
        "cts_hold_buf": 0,
        "cts_root_buf": "clkbuf_16",
        "clkSinkCount": 128,
        "clk_path_buf_depth": 2,
        "htreeDepth": 4,
        "numCtsBuffers": 17,
        "cts_tree": "built",
        "insertion_delay_ns": 0.41,
        "clk_pin_slew_ns": 0.05,
    },
    "run": {
        "max_cap_violations": 0,
        "warnings": 25,
    },
    "min_path": {
        "hold_path.class": "in2async",
    },
    "outcome": {
        "outcome": "completed",
    },
}
==> routing by layer <==
metal  vias up  GRT usage [%]  part of all wire, %
met5         -              0                    0
met4         0           3.80                  1.8
met3        23           6.24                  7.2
met2       156           35.1                   46
met1      2278           35.0                   45
li1       1994              -                    -
==> repair_timing <==
| item | CTS | global route |
|---|---|---|
| pin swaps | 33 | 5 |
| gates resized | 93 | 16 |
| setup endpoints to repair | 8 | 5 |
| gates cloned | 2 | 1 |
| setup buffers | 15 | 0 |
==> metrics by stage <==
step           setup TNS (ns)  setup WS [ns]  power (uW)
3_5_place_dp            -5.14         -0.685        3660
3_3_place_gp            -4.96         -0.689        3630
5_1_grt              -0.00291       -0.00291        6560
2_1_floorplan               0          0.511        3240
6_report                    0         0.0163        6290
4_1_cts                     0         0.0468        6320
==> cells in the final DEF, fill, tap and decap left out, drive strengths merged, types with 7 or more instances in the layout <==
cell type and instances:
mux2 139, dfrtp 128, buf 91, nand2 32, a22oi 27, nor2 27
clkbuf 20, clkdlybuf4s50 14, nor2b 14, o22ai 8, o21ai 8, a31oi 7
nand3 7, nand2b 7, a21oi 7
==> cell families after synthesis <==
| kind of cell | share of synthesized area (%) |
|---|---|
| flip-flops | 52.8 |
| multiplexers | 26.5 |
| AND-OR/OR-AND | 9.15 |
| buffers and inverters | 2.62 |
| AND/OR/NAND/NOR | 8.99 |
==> power groups by stage <==
| stage | sequential, uW | combinational [uW] | clock [uW] |
|---|---|---|---|
| CTS | 2710 | 980 | 2640 |
| global route | 2760 | 1080 | 2730 |
| finish | 2710 | 993 | 2590 |
==> area by class of cell <==
cell class,instances,area share [%]
Clock buffer,19,5.60
Clock inverter,13,2.36
Inverter,3,0.142
Multi-Input combinational cell,325,36.5
Sequential cell,128,40.5
Tap cell,184,2.91
Timing Repair Buffer,108,11.9
==> worst max-delay path, stage by stage <==
cell      delay (ns)
buf_4           0.13
buf_6           0.13
buf_6           0.14
nand2_4         0.08
nor2_1          0.04
buf_4           0.14
a222oi_1        0.50
a31oi_1         0.17
buf_2           0.14
==> final timing paths <==
path / startpoint / endpoint / slack, ns / cells past startpoint
worst min register to register: mem[11][6]$_DFFE_PN0P_ / mem[11][6]$_DFFE_PN0P_ / 0.49 / 1
worst max register to register: mem[0][0]$_DFFE_PN0P_ / mem[0][0]$_DFFE_PN0P_ / 1.71 / 1
worst min-delay path: rst / mem[13][4]$_DFFE_PN0P_ / 0.09 / 1
worst max-delay path: rd_addr[0] / rd_data[1] / 0.02 / 9
max in group asynchronous: rst / mem[4][6]$_DFFE_PN0P_ / 1.63 / 2
min in group clk0: mem[11][6]$_DFFE_PN0P_ / mem[11][6]$_DFFE_PN0P_ / 0.49 / 1
Power and IR drop assume default switching activity.
